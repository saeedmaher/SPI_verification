File: ./run.sh
#!/bin/bash
# OpenROAD 26Q1-2900-gdf79404cd8, Yosys 0.63+post, stock flow scripts
make -C /OpenROAD-flow-scripts/flow DESIGN_CONFIG=/design/flow/config.mk WORK_HOME=/design/flow/orfs finish
File: ./config.mk
export PLATFORM = sky130hd
export DESIGN_NAME = WRAPPER
export DESIGN_NICKNAME = WRAPPER
export VERILOG_FILES = /design/flow/design.v
export SDC_FILE = /design/flow/constraint.sdc
export NUM_CORES = 4
export LEC_CHECK = 1
export CORE_UTILIZATION = 30
export SYNTH_HDL_FRONTEND = slang
File: ./constraint.sdc
current_design WRAPPER

set clk_period 40.8
set clk_io_pct 0.2

create_clock -name clk0 -period $clk_period [get_ports {clk}]

set non_clock_inputs [all_inputs -no_clocks]
set_input_delay [expr $clk_period * $clk_io_pct] -clock clk0 $non_clock_inputs
set_output_delay [expr $clk_period * $clk_io_pct] -clock clk0 [all_outputs]
File: ./design.v
interface RAM_interface (clk);
input clk;
logic [9:0] din;
logic rst_n, rx_valid;
logic [7:0] dout, dout_golden;
logic tx_valid, tx_valid_golden;
endinterface
package shared_pkg;
    bit write_address_done;
    bit write_data_done;
    bit read_address_done;
    bit read_data_done;
endpackage
interface SLAVE_interface(clk);
    input bit clk;
    logic MOSI, rst_n, SS_n, tx_valid;
    logic [7:0] tx_data;
    logic [9:0] rx_data;
    logic rx_valid, MISO;
    logic [9:0] rx_data_golden;
    logic rx_valid_golden, MISO_golden;
endinterface
interface SPI_wrapper_if (clk);
	input bit clk;
	logic MOSI, SS_n, rst_n;
	logic MISO, MISO_gold;
endinterface : SPI_wrapper_if
module RAM (din,clk,rst_n,rx_valid,dout,tx_valid);
input [9:0] din;
input clk, rst_n, rx_valid;
output reg [7:0] dout;
output reg tx_valid;
reg [7:0] MEM [255:0];
reg [7:0] Rd_Addr, Wr_Addr;
always @(posedge clk) begin
    if (~rst_n) begin
        dout <= 0;
        tx_valid <= 0;
        Rd_Addr <= 0;
        Wr_Addr <= 0;
    end
    else begin                                          
        if (rx_valid) begin
            case (din[9:8])
                2'b00 : Wr_Addr <= din[7:0];
                2'b01 : MEM[Wr_Addr] <= din[7:0];
                2'b10 : Rd_Addr <= din[7:0];
                2'b11 : dout <= MEM[Rd_Addr];
                default : dout <= 0;
            endcase
            tx_valid <= (din[9] && din[8])? 1'b1 : 1'b0;
        end
    end
end
endmodule
module SLAVE (MOSI,MISO,SS_n,clk,rst_n,rx_data,rx_valid,tx_data,tx_valid);
localparam IDLE      = 3'b000;
localparam WRITE     = 3'b001;
localparam CHK_CMD   = 3'b010;
localparam READ_ADD  = 3'b011;
localparam READ_DATA = 3'b100;
input MOSI, clk, rst_n, SS_n, tx_valid;
input [7:0] tx_data;
output reg [9:0] rx_data;
output reg rx_valid, MISO;
reg [3:0] counter;
reg received_address;
reg [2:0] cs, ns;
always @(posedge clk) begin
    if (~rst_n) begin
        cs <= IDLE;
    end
    else begin
        cs <= ns;
    end
end
always @(*) begin
    case (cs)
        IDLE : begin
            if (SS_n)
                ns = IDLE;
            else
                ns = CHK_CMD;
        end
        CHK_CMD : begin
            if (SS_n)
                ns = IDLE;
            else begin
                if (~MOSI)
                    ns = WRITE;
                else begin
                    if (!received_address) 
                        ns = READ_ADD; 
                    else
                        ns = READ_DATA;
                end
            end
        end
        WRITE : begin
            if (SS_n)
                ns = IDLE;
            else
                ns = WRITE;
        end
        READ_ADD : begin
            if (SS_n)
                ns = IDLE;
            else
                ns = READ_ADD;
        end
        READ_DATA : begin
            if (SS_n)
                ns = IDLE;
            else
                ns = READ_DATA;
        end
        default : ns = IDLE;
    endcase
end
always @(posedge clk) begin
    if (~rst_n) begin 
        rx_data <= 0;
        rx_valid <= 0;
        received_address <= 0;
        MISO <= 0;
    end
    else begin
        case (cs)
            IDLE : begin
                rx_valid <= 0;
            end
            CHK_CMD : begin
                counter <= 10;      
            end
            WRITE : begin
                if (counter > 0) begin
                    rx_data[counter-1] <= MOSI;
                    counter <= counter - 1;
                end
                else begin
                    rx_valid <= 1;
                end
            end
            READ_ADD : begin
                if (counter > 0) begin
                    rx_data[counter-1] <= MOSI;
                    counter <= counter - 1;
                end
                else begin
                    rx_valid <= 1;
                    received_address <= 1;
                end
            end
            READ_DATA : begin
                if (tx_valid) begin
                    rx_valid <= 0;
                    if (counter > 0) begin
                        MISO <= tx_data[counter-1];
                        counter <= counter - 1;
                    end
                    else begin
                        received_address <= 0;
                    end
                end
                else begin
                    if (counter > 0 && ~rx_valid) begin
                        rx_data[counter-1] <= MOSI;
                        counter <= counter - 1;
                    end
                    else begin
                        rx_valid <= 1;
                        counter <= 8;
                    end
                end
            end
            default: rx_valid <= 0;
        endcase
    end
end
endmodule
module WRAPPER (MOSI,MISO,SS_n,clk,rst_n);
input  MOSI, SS_n, clk, rst_n;
output MISO;
wire [9:0] rx_data_din;
wire       rx_valid;
wire       tx_valid;
wire [7:0] tx_data_dout;
RAM   RAM_instance   (rx_data_din,clk,rst_n,rx_valid,tx_data_dout,tx_valid);
SLAVE SLAVE_instance (MOSI,MISO,SS_n,clk,rst_n,rx_data_din,rx_valid,tx_data_dout,tx_valid);
endmodule
==> notes.md <==
Notes on the physical implementation.

- The flow ran to the end, and the final reports show no timing, DRC or antenna violations.
- The violation count after the first detailed-routing iteration is 3167, for reference.
- The chip occupies 276000 µm².
- The floorplan has 191 rows.
- The script extracted a total leakage power of 26.9 nW.
- Counting flops with an async set or reset pin after synthesis yields a share of 0%.
- The root buffer selected by CTS is clkbuf_16, for reference.
- The total of hold buffers inserted after clock tree synthesis is 0, for reference.
- Entering global routing, the biggest net connects 114 pins.
- The report shows a maximum critical-path fanout of 34.
- Across all stage logs, warnings added up to 33.
- The port buffer count is 4, for reference.
- The final layout reports a setup TNS of 0 ns.
- The count of endpoints failing setup in the final report is 0, for reference.
- The commonest register cell after synthesis is edfxtp_1, for reference.
- Per the TritonCTS log, the buffer count is 206.
- Per the Yosys statistics, synthesis produced approximately 4100 cells.
- CTS reports a maximum clock tree buffer depth of 3.
- The I/O pin total is 5, for reference.
- The slew at the pin with the worst max-slew slack is roughly 1.2 ns, for reference.
- In this run the standard cell core region covers 271000 µm².
- After detailed routing, the number of vias per cell comes to 5.20.
- The overall track demand over capacity in global routing is 17.4%, for reference.
- The first TritonRoute pass finished after 10 iterations.
- As reported, the later end of the worst-skew pair has a clock insertion delay of roughly 0.87 ns.
- The worst-case IR drop observed on VDD is 0.0000435 V.
- The clock tree from TritonCTS is yes, for reference.
- Before any placement, the netlist area is recorded as 82100 µm².
- The final hold violation count is 0, for reference.
- Summing all non-filler instances in the final layout gives an area of 93200 µm².
- The final route contains between 40000 and 50000 vias.
- The worst clock skew is around 0.073 ns, for reference.
- The count of state elements after synthesis is about 2100, for reference.
- For flop-to-flop paths, the worst setup slack is 34.83 ns.
- The worst setup path is captured at a flop.
- The count of unique library cells instantiated by Yosys is between 60 and 70, for reference.
- In this run the mean area of a mapped cell was 20.2 µm².
- For this run, the chip area from Yosys synthesis comes to 82100 µm².
- The data required time of the critical path is 41.27 ns, for reference.
- The DRC violation count after routing is 0, for reference.
- Setup repair after global routing left no endpoint under its margin.
- STA classifies the critical path startpoint as a primary input.
- Summed over all layers, the global routing overflow is 0.
- The post-route antenna net violation count is 0, for reference.
- Per the detailed-route log, wirelength across all metal layers totals 224000 µm.
- Per the OpenROAD floorplan log, the height of the die is 525 µm.
- The weighted congestion at the end of routability-driven global placement is slightly below 1, for reference.
- Summed over all nets, the half-perimeter wirelength after detailed placement is 142000 µm.
- The synthesized netlist handed to floorplanning was reported with a cell count of 4071.
- The number of antenna violations at the first check in global routing is 3, for reference.
- For this sky-water flow run, the detailed-routed wirelength per cell is reported as 28.3 µm.
- The report lists the number of cells resized after CTS as 0.
- In this run the power density over the cells is 45.6 nW/µm².
- The share of final-layout standard cells stronger than drive strength 1 is approximately a fifth, for reference.
- The number of enable flip-flop cells is 2052, for reference.
- In this run the horizontal extent of the chip is between 500 and 600 µm.
- The final cycle utilization of the critical path is 26.8%, for reference.
- The number of clock sinks seen by CTS is 2095, for reference.
- The H-tree was split into 4 levels.
- Max-cap violations in this run came to 0.
- The type of the most critical hold path is reg -> reg, for reference.
- The relative slew slack is 19.2%, for reference.
- The data arrival time reported for the critical path is 11.39 ns.
- The minimum clock period after layout is 10.92 ns, for reference.
- The area added between synthesis and finish is 13.6%, for reference.
- The cell area reported after detailed placement is 86300 µm², for reference.
- The final max-slew violation count recorded for this run is 0.
- In the setup report, the worst path falls into the class in -> reg.
- The most common cell after layout, fill and taps aside is edfxtp_1, for reference.
- During synthesis, Yosys emitted a total of 0 warnings.
- The first global-routing pass estimated ~320000 µm of wire.
- The floorplan step records an initial core utilization of 30.2%.
- The clock input transition at the sequential cells of the worst setup and hold paths is approximately 0.060 ns, for reference.
- The number of global-route vias before repair is between 40000 and 50000.
- The proportion of synthesized chip area in sequential cells is 76.1%, for reference.
- Once the clock tree was built, the setup fixing pass inserted 0 buffers.
- Per the cell usage report, the commonest logic cells after layout are edfxtp_1 (2052), mux4_2 (377), nor2_1 (313).
- The achievable frequency is 91.6 MHz, for reference.
-- power by group --
| group | switching, mW | total [mW] | internal, mW | leakage [nW] |
|---|---|---|---|---|
| Clock | 0.828 | 1.92 | 1.09 | 3.33 |
| Sequential | 0.000365 | 2.32 | 2.32 | 18.4 |
| Combinational | 0.00187 | 0.00312 | 0.00124 | 5.15 |
-- worst max-delay path, cell delays in order --
cell             delay, ns
clkdlybuf4s50_1       0.45
buf_4                 0.32
nand2_1               0.20
nor2_1                0.13
buf_4                 0.27
nand3_1               0.71
buf_4                 0.55
nor2_1                0.55
-- through the flow --
stage                     cells  power [mW]  hold WS (ns)  worst slack, ns  utilization, %
after floorplan            4071        2.37         0.394            30.75               -
after global placement     7555        2.37         0.398            29.13            31.8
after detailed placement   7555        2.37         0.406            29.11            31.8
after CTS                  7935        4.28         0.415            30.03            34.3
after global routing       7936        4.36         0.437            29.81            34.3
final                      7937        4.25         0.412            29.88            34.3
-- worst paths after layout --
kind                                              start                  endpoint  cells past startpoint
worst min register to register     SLAVE_instance.cs[0]      SLAVE_instance.cs[2]                      2
worst min-delay path               SLAVE_instance.cs[0]      SLAVE_instance.cs[2]                      2
worst max-delay path                              rst_n  RAM_instance.MEM[246][1]                      8
worst max register to register  RAM_instance.Rd_Addr[0]      RAM_instance.dout[0]                     14
-- metal layers --
layer  track usage, %  up-vias  part of all wire (%)
li1                 -    17100                     -
met1             18.7    20600                    32
met2             25.7     3060                    46
met3             13.9      450                    17
met4             6.30       10                   4.6
met5             1.04        -                  0.18
-- synthesized netlist by cell type (all sizes together), types with 5 or more instances --
cell type	instances	area, µm²
nand4	15	93.8
nor3	45	225
clkbuf	108	408
nor2b	32	200
inv	8	30.0
nor2	314	1180
or3	7	43.8
o211ai	5	37.5
ha	5	62.6
nand2	113	424
nand3	52	260
nand2b	10	62.6
a2111oi	18	158
edfxtp	2052	61600
mux4	415	9490
dfxtp	43	861
a211o	6	52.6
a211oi	35	263
a21oi	36	180
o221ai	49	429
o21ai	40	200
nor4	11	68.8
o22ai	83	519
mux2i	290	2900
a21boi	9	67.6
buf	136	1200
nand3b	6	48.8
o22a	6	52.6
a22oi	32	240
and2	13	82.6
a31oi	18	113
-- cell type report --
cell class                      instances  area [µm²]
Timing Repair Buffer                  158        1270
Fill cell                           24900      178000
Clock inverter                        137        1650
Antenna cell                            2        5.00
Tap cell                             3570        4470
Clock buffer                          243        5290
Inverter                               10        42.5
Multi-Input combinational cell       1722       18000
Sequential cell                      2095       62500
-- state kept, by name, summed over array words and instances, names as in the netlist, 4 cells and up --
register,flops
RAM_instance.Wr_Addr,8
SLAVE_instance.rx_data,10
RAM_instance.MEM,2048
SLAVE_instance.cs,5
RAM_instance.Rd_Addr,8
SLAVE_instance.counter,4
RAM_instance.dout,8
-- cell families (layout without fill, tap and decap cells) --
logic type / count (synthesis) / in the layout / synth area share [%]
DFF: 2095 / 2095 / 76.1
muxes: 709 / 709 / 15.2
and+or+nand+nor: 632 / 632 / 3.40
AOI/OAI and AO/OA: 373 / 373 / 3.20
buffers and inverters: 254 / 548 / 2.00
adders and majority gates: 5 / 5 / 0.0762
xor gates and xnor gates: 3 / 3 / 0.0320
other: 0 / 2 / 0
No activity file was given, so power comes from the tool's default toggle rates.
