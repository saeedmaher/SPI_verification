==> /design/flow/design.v <==
interface RAM_interface (clk);
input clk;
logic [9:0] din;
logic rst_n, rx_valid;
logic [7:0] dout, dout_golden;
logic tx_valid, tx_valid_golden;
endinterface
package shared_pkg;
    bit write_address_done;
    bit write_data_done;
    bit read_address_done;
    bit read_data_done;
endpackage
interface SLAVE_interface(clk);
    input bit clk;
    logic MOSI, rst_n, SS_n, tx_valid;
    logic [7:0] tx_data;
    logic [9:0] rx_data;
    logic rx_valid, MISO;
    logic [9:0] rx_data_golden;
    logic rx_valid_golden, MISO_golden;
endinterface
interface SPI_wrapper_if (clk);
	input bit clk;
	logic MOSI, SS_n, rst_n;
	logic MISO, MISO_gold;
endinterface : SPI_wrapper_if
module RAM_golden(clk,rst_n,rx_valid,din,tx_valid,dout);
parameter MEM_DEPTH = 256; 
parameter ADDR_SIZE = 8;
input clk,rst_n,rx_valid;
input [9:0] din;
output reg tx_valid;
output reg [7:0] dout; 
reg [ADDR_SIZE-1:0]ADD_read,ADD_write;
reg [7:0] mem [MEM_DEPTH-1:0];
always@(posedge clk)
begin
    if(!rst_n) begin
        tx_valid<=0;
        dout<=0;   
        ADD_read <= 0;
        ADD_write <= 0;
    end
    else begin
        if(rx_valid) begin
            case (din[9:8])
                2'b00: begin 
                    tx_valid<=0;
                    ADD_write<=din[7:0];
                end
                2'b01: begin
                    tx_valid<=0;
                    mem[ADD_write]<=din[7:0];
                end
                2'b10: begin
                    tx_valid<=0; 
                    ADD_read<=din[7:0];
                end
                2'b11: begin
                    tx_valid<=1;
                    dout<=mem[ADD_read];
                end
            endcase
        end
    end
end
endmodule
module SPI_slave_golden(MOSI,SS_n,clk,rst_n,tx_valid,tx_data,MISO,rx_valid,rx_data);
input MOSI,SS_n,clk,rst_n,tx_valid;
input [7:0]tx_data;
output reg MISO,rx_valid; 
output reg [9:0]rx_data;
reg [2:0]cs,ns;
reg address_enable;
reg [3:0]count;
localparam IDLE = 3'b000;
localparam CHK_CMD = 3'b010;
localparam WRITE = 3'b001;
localparam READ_ADD = 3'b011;
localparam READ_DATA = 3'b100;
always @(posedge clk) begin
    if (~rst_n) begin
        cs<=IDLE;
    end
    else begin
        cs<=ns;
    end
end
always @(*) begin
    case(cs) 
        IDLE: begin
          if(~SS_n) begin
            ns=CHK_CMD;
          end
        end
        CHK_CMD: begin
          if (SS_n) begin
            ns=IDLE;
          end  
          else if (~MOSI) begin
            ns=WRITE;
          end
          else begin
            if (~address_enable) begin
                ns=READ_ADD;
            end else begin
                ns=READ_DATA;
            end
          end
        end
        WRITE: begin
          if(SS_n == 1) begin
            ns=IDLE;
          end
          else begin
            ns=WRITE;
          end
        end
        READ_ADD: begin
          if(SS_n == 1) begin
            ns=IDLE;
          end
          else begin
            ns=READ_ADD;
          end
        end
        READ_DATA: begin
          if(SS_n == 1) begin
            ns=IDLE;
          end
          else begin
            ns=READ_DATA;
          end
        end
    endcase
end
always @(posedge clk) begin
    if (~rst_n) begin
        MISO<=0;
        rx_data<=0;
        rx_valid<=0;
        count<=0;
        address_enable<=0;
    end
    else begin
        case (cs)
        IDLE: rx_valid<=0;
        CHK_CMD: count<=0;
        WRITE: begin
            if (count<10) begin
              rx_data[9-count]<=MOSI;
              count<=count+1;               
            end
            else if (count == 10) begin
                rx_valid<=1;
            end
        end 
        READ_ADD : begin
          if(count<10) begin
              rx_data[9-count]<=MOSI; 
              count<=count+1;            
          end
          else if (count==10) begin 
                rx_valid<=1;    
                address_enable<=1;
                count<=count+1;        
          end
        end
        READ_DATA: begin
          if(rx_valid && ~tx_valid) begin
            count<=0;
          end
          else if(count<10 && ~tx_valid) begin
              rx_data[9-count]<=MOSI;   
              count<=count+1;          
          end
          else if (count==10 && ~tx_valid) begin
                rx_valid<=1;            
          end
          else if (tx_valid && count<8) begin
            address_enable<=0;
            rx_valid<=0;
            MISO<=tx_data[7-count];
            count<=count+1;
          end
        end
        endcase
    end
end
endmodule
module SPI_wrapper_golden (MOSI,MISO,SS_n,clk,rst_n);
	input MOSI, SS_n, clk, rst_n;
	output MISO;
    wire [9:0] rx_data;
    wire rx_valid;
    wire [7:0] tx_data;
    wire tx_valid;
    SPI_slave_golden SPI_GOLDEN (MOSI, SS_n, clk, rst_n, tx_valid, tx_data, MISO, rx_valid, rx_data);
    RAM_golden RAM_GOLDEN (.clk(clk), .rst_n(rst_n), .rx_valid(rx_valid), .din(rx_data), .tx_valid(tx_valid), .dout(tx_data));
endmodule : SPI_wrapper_golden
==> /design/flow/run.sh <==
#!/bin/bash
# OpenROAD 26Q1-2900-gdf79404cd8, Yosys 0.63+post, stock flow scripts
make -C /OpenROAD-flow-scripts/flow DESIGN_CONFIG=/design/flow/config.mk WORK_HOME=/design/flow/orfs finish
==> /design/flow/config.mk <==
export PLATFORM = sky130hd
export DESIGN_NAME = SPI_wrapper_golden
export DESIGN_NICKNAME = SPI_wrapper_golden
export VERILOG_FILES = /design/flow/design.v
export SDC_FILE = /design/flow/constraint.sdc
export NUM_CORES = 4
export LEC_CHECK = 1
export CORE_UTILIZATION = 30
export SYNTH_HDL_FRONTEND = slang
==> /design/flow/constraint.sdc <==
current_design SPI_wrapper_golden

set clk_period 37.6
set clk_io_pct 0.2

create_clock -name clk0 -period $clk_period [get_ports {clk}]

set non_clock_inputs [all_inputs -no_clocks]
set_input_delay [expr $clk_period * $clk_io_pct] -clock clk0 $non_clock_inputs
set_output_delay [expr $clk_period * $clk_io_pct] -clock clk0 [all_outputs]
==> metrics.csv <==
metric,value,unit
Detail Route Antenna Nets,0,
hold crit path type,register to register,
layout cell share with drive strength beyond 1,19.8,%
Worst Hold Path Cells,2,
final period demand of the worst path,10.16,ns
async set-reset flop share out of synthesis,0,%
post-CTS sizing,0,
CP endpoint kind,register,
FP Util,30.3,%
leakage,27.6,nW
H-tree levels,4,
logic depth of the worst register-to-register path,11,
P&R area growth vs syn,13.3,%
count of unclocked register or latch pins,3,
r2r setup slk,32.18,ns
vias in the first global route,45651,
Post-CTS Setup Bufs,0,
antenna violations before repair,4,
Max Slew Vio Count,0,
gr usage total,17.8,%
CTS tree,yes,
DR WL/cell,28.8,um
ys cells,4119,
outcome,finished clean,
final setup TNS,0,ns
CTS buffer count,199,
worst vdd ir,0.0000514,V
DRC viols,0,
die area,0.276,mm^2
DP Wirelength,144000,um
RePlAce Congestion,0.983,
Late-Pin Clk Latency,0.85,ns
final hold viol count,0,
number of I/O port buffers,4,
RSZ-0062 raised after global routing,false,
global-route wire length before repair,327000,um
Log Warnings,31,
FP Rows,191,
hold endpoint,SPI_GOLDEN.address_enable,
CP Data Arrival Time,10.65,ns
Max Clock Skew,0.0334,ns
total gr overflow,0,
Synth Warn #,0,
Fmax,98.4,MHz
drt initial violations,2946,
"Setup violations, final",0,
dpl cell area,0.0865,mm^2
startpoint types,primary input,
"Clk pin slew, worst setup/hold paths",0.06,ns
DRT Wirelength,230000,um
Mean Syn Cell Area,20.0,um^2
Worst-Margin Slew,1.19,ns
Critical Path RT,38.08,ns
period utilization,27.0,%
endpoints left unconstrained,3,
"commonest cells after routing, fill and taps aside","edfxtp_1, mux4_2, mux2i_1, nor2_1, clkbuf_16",
worst r2r src,RAM_GOLDEN.ADD_read[1],
Worst Hold Launch,SPI_GOLDEN.address_enable,
Yosys Chip Area,0.0822,mm^2
Pre-antenna DRT Iters,7,
cell area after layout,0.0932,mm^2
maxcap violations,0,
Vias/cell,5.19,
area of the core,0.272,mm^2
most numerous logic cell after layout,edfxtp_1,
die y size,526,um
# IOs,5,
"Max FO, Critical Path",10,
clock root buffer,clkbuf_16,
Crit Path Class,primary input to register,
Post-synth regs,2096,
cts hold-fix bufs,0,
flip-flops with a built-in enable,2048,
Vias,41382,
clk buf depth,3,
main flop type,edfxtp_1,
worst reg2reg endpoint,RAM_GOLDEN.dout[1],
PwrDens,48.9,mW/mm^2
Cell Type Count,76,
Syn Inst Count,4119,
die width,526,um
post-synthesis cell area,0.0822,mm^2
largest net degree at the start of global routing,99,
Max-slew headroom,18.4,%
## report_power, final
group          switching, W  internal, W
registers       0.000000903      0.00252
logic            0.00000415   0.00000254
clock network      0.000873      0.00116
total              0.000878      0.00368
## per-layer routing
layer / GRT usage [%] / part of all wire, % / vias to the layer above
met3: 14.7 / 17 / 428
met4: 5.50 / 4.0 / 16
li1: - / - / 17325
met2: 26.8 / 47 / 2947
met1: 18.4 / 32 / 20666
met5: 1.13 / 0.19 / -
## cells in the mapped netlist, drive strengths merged, types with 7 or more instances
| library cell | n | area [um^2] |
|---|---|---|
| o21ai | 40 | 200 |
| o22ai | 86 | 538 |
| ha | 7 | 87.6 |
| inv | 12 | 45.0 |
| nor2 | 292 | 1100 |
| a21oi | 49 | 245 |
| nand3b | 7 | 52.6 |
| a221oi | 17 | 155 |
| a22oi | 52 | 390 |
| o221ai | 56 | 497 |
| nand3 | 41 | 205 |
| a2111oi | 32 | 287 |
| a21boi | 19 | 143 |
| nand4 | 10 | 62.6 |
| nand2b | 16 | 100 |
| dfxtp | 45 | 901 |
| mux2i | 294 | 2940 |
| nor3 | 17 | 90.1 |
| a22o | 9 | 78.8 |
| mux2 | 33 | 372 |
| and3 | 10 | 62.6 |
| buf | 138 | 1220 |
| clkbuf | 114 | 428 |
| a31oi | 10 | 62.6 |
| o31ai | 7 | 52.6 |
| nor2b | 21 | 131 |
| mux4 | 380 | 8720 |
| a211oi | 33 | 248 |
| nand2 | 117 | 439 |
| and2 | 21 | 131 |
| edfxtp | 2048 | 61500 |
## flip-flops by register name, summed over array words and instances, names as in the netlist
| register | flops |
|---|---|
| SPI_GOLDEN.rx_data | 10 |
| SPI_GOLDEN.count | 4 |
| SPI_GOLDEN.MISO | 1 |
| SPI_GOLDEN.address_enable | 1 |
| RAM_GOLDEN.dout | 8 |
| RAM_GOLDEN.tx_valid | 1 |
| RAM_GOLDEN.ADD_write | 8 |
| SPI_GOLDEN.cs | 3 |
| SPI_GOLDEN.ns | 3 |
| RAM_GOLDEN.mem | 2048 |
| RAM_GOLDEN.ADD_read | 8 |
| SPI_GOLDEN.rx_valid | 1 |
## stage by stage
stage / utilization (%) / power (W) / instances / worst slack [ns] / hold slack [ns]
4_1_cts: 34.3 / 0.00459 / 7980 / 27.57 / 0.472
3_3_place_gp: 31.8 / 0.00258 / 7606 / 26.65 / 0.464
5_1_grt: 34.3 / 0.00468 / 7980 / 27.27 / 0.489
6_report: 34.3 / 0.00455 / 7981 / 27.44 / 0.471
2_1_floorplan: - / 0.00258 / 4119 / 28.15 / 0.431
3_5_place_dp: 31.8 / 0.00258 / 7606 / 26.66 / 0.457
## critical path, cell delays in order
cell	delay, ns
clkdlybuf4s50_1	0.68
nand4b_1	0.23
nor3_1	0.52
nand2_1	0.64
buf_4	0.45
nor2_1	0.59
## worst max path at each step
stage	from	slack, ns	endpoint	cells past startpoint
CTS	rst_n	27.57	RAM_GOLDEN.mem[51][0]	6
global route	rst_n	27.27	RAM_GOLDEN.mem[51][2]	6
finish	rst_n	27.44	RAM_GOLDEN.mem[51][5]	6
## layout make-up
cell class	count	area (um^2)
well taps	3570	4470
multi-input cells	1759	18100
flip-flops and latches	2096	62500
clock inverters	139	1460
repair buffers	169	1400
diodes	1	2.50
fillers	24721	179000
inverters	12	47.5
clock buffers	235	5180
## kinds of logic (layout without fill, tap and decap cells)
logic type               count (synthesis)  after routing  synth area share, %
buffers and inverters                  264            555                 2.06
AND-OR/OR-AND                          452            452                 3.98
other                                    0              1                    0
adder cells (fa/ha/maj)                  7              7                0.107
AND/OR/NAND/NOR                        589            589                 3.25
multiplexers                           707            707                 14.6
flip-flops                            2093           2093                 75.9
XOR/XNOR                                 4              4               0.0426
latches                                  3              3               0.0548
No activity file was given, so power comes from the tool's default toggle rates.
